## design.v

```verilog
module mac (
    output reg[15:0]    out,
    input[7:0]              ina, inb, 
    input                     clk, sclrn
);
task mult;
    input[7:0] a, b;
    output[15:0] mult_out;
begin
    mult_out = a * b;
end
endtask
reg[15:0] mult_out;
always @*
begin
      mult(ina, inb, mult_out);
end
wire[15:0] adder_out;
assign adder_out = mult_out + out;
always @(posedge clk)
begin
    if(!sclrn)
        out = 16'h0000;
    else
        out <= adder_out;
end
endmodule
```

## run.sh

```bash
#!/bin/bash
# OpenROAD 26Q1-2900-gdf79404cd8, Yosys 0.63+post, stock flow scripts
make -C /OpenROAD-flow-scripts/flow DESIGN_CONFIG=/design/flow/config.mk WORK_HOME=/design/flow/orfs finish
```

## config.mk

```make
export PLATFORM = sky130hd
export DESIGN_NAME = mac
export DESIGN_NICKNAME = mac
export VERILOG_FILES = /design/flow/design.v
export SDC_FILE = /design/flow/constraint.sdc
export NUM_CORES = 4
export LEC_CHECK = 1
export CORE_UTILIZATION = 40
```

## constraint.sdc

```tcl
current_design mac

set clk_period 7.6
set clk_io_pct 0.2

create_clock -name clk0 -period $clk_period [get_ports {clk}]

set non_clock_inputs [all_inputs -no_clocks]
set_input_delay [expr $clk_period * $clk_io_pct] -clock clk0 $non_clock_inputs
set_output_delay [expr $clk_period * $clk_io_pct] -clock clk0 [all_outputs]
```

==> flow_summary.toml <==
# implementation run metrics
[sta]
fin_tns_setup_ns = 0
rsz0062_at_grt = "false"
fmax_mhz = 176.4
hold_viol = 0
slew_headroom = 0.7520
setup-violations-final = 0
final_max_slew_viol_count = 0
period_used_share = 0.7460
tightest_slew_ns = 0.3709
period_minus_slack_ns = 5.670
finClkSkew_ns = 0.007073

[die]
die_h_um = 88.21
num_rows = 31
die_area_mm2 = 0.007781
die_width_um = 88.21
ios = 34
coreArea_mm2 = 0.007214
fp_util = 0.4121

[worst_setup_path]
crit_top_cell = "fa_1"
r2r_cells = 14
cp_slowest_stage_delay_ns = 0.66
crit_fanout = 8
cpMaxStageDelayCell = "clkdlybuf4s50_1"
path_class = "input pin to register"
required_ns = 7.78
path_cells = "clkdlybuf4s50_1 > nand2_1 > fa_1 > inv_1 > fa_1 > fa_1 > inv_1 > fa_1 > inv_1 > ha_1 > a21oi_1 > a21oi_2 > a311oi_2 > mux2i_1"
cp.arrival_ns = 5.85
worstSetupStartpointType = "input pin"
cp-end-kind = "register"

[route]
antenna-diode-count = 0
drc = 0
routed_wl_um = 5868
avgViaCountPerCell = 4.406
wl_per_cell_um = 12.23
firstDrtPassIters = 4
final_antenna_net_count = 0
drt_iter0_drc = 39
vias = 2115

[clock_network]
cts_root_buf = "clkbuf_8"
cts.path.max_buffers = 2
clock_latency_ns = 0.25
cts_made_buffers = 3
postCtsHoldBufs = 0
cts_tree = "yes"
clk_pin_slew_worst_paths_ns = 0.07
post_cts_resized = 0
clock_sinks = 16
postCtsSetupBuffers = 0
htreeDepth = 1

[flow_run]
cap_violations = 0
warnings = 25

[finish]
syn_to_final_growth_pct = 15.91
largest_reg_flops = 16
reg_top3 = "out x16"
regMostFlops = "out"
fin_util = 0.4776
drive_gt1_frac = 0.01575

[status]
status = "finished, final reports clean"

[power]
power_leakage_nw = 1.782
irDropWorstVdd_mv = 0.1884
powerDensity_mw_per_mm2 = 395.4

[logic_synthesis]
synth.distinct_cells = 34
synthTopCellsByCount = "inv_1, fa_1, nand2_1"
ys_ff = 16
top_cell_area_share = 0.3367
edf_count = 0
syn_avg_cell_area_um2 = 8.518
area_leaders = "fa_1, ha_1, inv_1"
netlist_area_mm2 = 0.002973
top_cell = "inv_1"
syn_inst = 349
async_reset_ff_frac = 0
ys_cells = 349
yosys.area.top_type = "fa_1"
synth_seq_share = 0.1077
synth_warnings = 1
synth_chip_area_mm2 = 0.002973
flop_cell = "dfxtp_1"

[placed_design]
gp_congestion = 0.8638
dp_hpwl_um = 5233
port_buffers = 33

[global_routing]
grt-busiest-layer = "met1"
grt_util_met3 = 0.03027
grt_pass1_wl_um = 10540
met1_usage = 0.3079
grt-ovfl-total = 0
grt_pass1_vias = 2261
grt_max_degree = 12
use_met2 = 0.2692
antenna_found_initial = 0
grt_usage = 0.1821

[min_path]
worst_hold_path_type = "register to register"
hold-path-cell-count = 2
metrics by stage:
stage	hold WS (ns)	worst slack (ns)	power (mW)	cells	cell area, um2
global placement	0.5796	1.648	1.311	477	3405
detailed placement	0.5811	1.662	1.301	477	3405
CTS	0.5983	1.921	1.381	480	3446
global route	0.6342	1.733	1.571	480	3446
floorplan	0.5345	2.413	1.054	349	2973
finish	0.5920	1.930	1.363	480	3446
worst max-delay path, delay by kind of cell:
family / cells / cell delay, ns
fa+ha+maj: 5 / 2.45
buf+inv: 4 / 0.83
compound gates: 3 / 0.70
mux: 1 / 0.21
simple gates: 1 / 0.13
kinds of logic (layout without fill, tap and decap cells):
family / Yosys count / in the layout / share of synthesized area
buffers and inverters: 105 / 137 / 0.1351
AND/OR/NAND/NOR: 102 / 102 / 0.1726
adder cells (fa/ha/maj): 85 / 85 / 0.4840
AND-OR/OR-AND: 31 / 31 / 0.06987
flip-flops: 16 / 16 / 0.1077
XOR/XNOR: 7 / 7 / 0.02062
multiplexers: 3 / 3 / 0.01010
routing by layer:
metal,wire length (um),vias to the layer above
met5,0,-
met4,55,0
met3,234,5
met2,2528,36
met1,3050,972
li1,-,1102
path summary, 6_finish.rpt:
kind | start | endpoint | slack (ns)
worst min register to register | out[0] | out[0] | 0.59
worst max-delay path | ina[6] | out[13] | 1.93
worst min-delay path | out[0] | out[0] | 0.59
worst max register to register | out[6] | out[13] | 3.64
report_power, final:
| group | switching, mW | total, mW | internal [mW] |
|---|---|---|---|
| sequential | 0.0210 | 0.143 | 0.122 |
| clock | 0.0292 | 0.0644 | 0.0351 |
| combinational | 0.637 | 1.15 | 0.518 |
| total | 0.687 | 1.36 | 0.676 |
final cells by class:
class                           instances  area, um2
Inverter                              101      379.1
Multi-Input combinational cell        228       2251
Tap cell                               99      123.9
Sequential cell                        16      320.3
Timing Repair Buffer                   33      330.3
Clock buffer                            3      41.29
Fill cell                             705       3769
placed cells by master, fill, tap and decap left out, drive strengths merged, types with 9 or more instances in the layout:
cell type,Yosys,routed
nor2,9,9
nand2,40,40
fa,50,50
dfxtp,16,16
inv,100,100
a21oi,10,10
and2,38,38
clkdlybuf4s50,0,33
ha,35,35
Power is estimated from default activity; no workload was simulated.
