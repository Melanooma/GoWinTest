--- /design/flow/run.sh ---
#!/bin/bash
# OpenROAD 26Q1-2900-gdf79404cd8, Yosys 0.63+post, stock flow scripts
make -C /OpenROAD-flow-scripts/flow DESIGN_CONFIG=/design/flow/config.mk WORK_HOME=/design/flow/orfs finish
--- /design/flow/config.mk ---
export PLATFORM = sky130hd
export DESIGN_NAME = SPI_slave
export DESIGN_NICKNAME = SPI_slave
export VERILOG_FILES = /design/flow/design.v
export SDC_FILE = /design/flow/constraint.sdc
export NUM_CORES = 4
export LEC_CHECK = 1
export CORE_AREA = 10 10 113 113
export DIE_AREA = 0 0 123 123
--- /design/flow/constraint.sdc ---
current_design SPI_slave

set clk_period 3.1
set clk_io_pct 0.2

create_clock -name clk0 -period $clk_period [get_ports {clk}]

set non_clock_inputs [all_inputs -no_clocks]
set_input_delay [expr $clk_period * $clk_io_pct] -clock clk0 $non_clock_inputs
set_output_delay [expr $clk_period * $clk_io_pct] -clock clk0 [all_outputs]
--- /design/flow/design.v ---
module SPI_slave(clk, SCK, MOSI, MISO, SSEL, LED);
input clk;  
input SCK, SSEL, MOSI;  
output MISO;
output LED;
reg [2:0] SCKr;  always @(posedge clk) SCKr <= {SCKr[1:0], SCK};
wire SCK_risingedge = (SCKr[2:1]==2'b01);   
wire SCK_fallingedge = (SCKr[2:1]==2'b10);   
reg [2:0] SSELr;  always @(posedge clk) SSELr <= {SSELr[1:0], SSEL};
wire SSEL_active = ~SSELr[1];   
wire SSEL_startmessage = (SSELr[2:1]==2'b10);   
wire SSEL_endmessage = (SSELr[2:1]==2'b01);   
reg [1:0] MOSIr;  always @(posedge clk) MOSIr <= {MOSIr[0], MOSI};
wire MOSI_data = MOSIr[1];
reg [2:0] bitcnt;
reg byte_received;   
reg [7:0] byte_data_received;
always @(posedge clk)
begin
  if(~SSEL_active)
    bitcnt <= 3'b000;
  else
  if(SCK_risingedge)
  begin
    bitcnt <= bitcnt + 3'b001;
    byte_data_received <= {byte_data_received[6:0], MOSI_data};
  end
end
always @(posedge clk) byte_received <= SSEL_active && SCK_risingedge && (bitcnt==3'b111);
reg LED;
always @(posedge clk) if(byte_received) LED <= ~byte_data_received[0];
reg [7:0] byte_data_sent;
reg [7:0] cnt;
always @(posedge clk) if(SSEL_startmessage) cnt<=cnt+8'h1;   
always @(posedge clk)
if(SSEL_active)
begin
  if(SSEL_startmessage)
    byte_data_sent <= cnt;   
  else
  if(SCK_fallingedge)
  begin
    if(bitcnt==3'b000)
      byte_data_sent <= 8'h00;   
    else
      byte_data_sent <= {byte_data_sent[6:0], 1'b0};
  end
end
assign MISO = byte_data_sent[7];   
endmodule
==> flow_metrics.py <==
# Physical implementation metrics
metrics = {
    "sta": {
        "slew_headroom": 0.475,
        "setup_tns_ns": 0,
        "hold_viol_final": 0,
        "fin_ws_ns": 1.39,
        "worst_pin_slew_ns": 0.783,
        "final_max_slew_viol_count": 0,
        "period_needed_ns": 1.71,
        "rsz0062_at_grt": "no",
        "period_used_share": 0.552,
        "skew_ns": 0.00672,
        "fmax_ghz": 0.584,
        "setup_violations": 0,
    },
    "routing": {
        "wl_um": 1520,
        "drt-initial-drc-count": 41,
        "diodes": 0,
        "first_pass_iters": 3,
        "ant_nets": 0,
        "num_vias": 559,
        "drc": 0,
        "wl_per_cell_um": 6.79,
        "viasPerCell": 2.50,
    },
    "placed_design": {
        "dpl.hpwl_um": 1020,
        "portBuffers": 5,
        "gp_congestion": 0.737,
        "dp_slack_ns": 1.51,
    },
    "floorplan": {
        "core_um2": 10300,
        "initCoreUtil": 0.109,
        "row_count": 37,
        "die_h_um": 123,
        "io_pins": 6,
        "die_w_um": 123,
        "dieArea_um2": 15100,
    },
    "critical_path": {
        "path_class": "flop to output pin",
        "cp.arrival_ns": 1.09,
        "cp_max_fo": 1,
        "crit_chain": "clkdlybuf4s50_1",
        "worstPathRequired_ns": 2.48,
        "crit_buf_inv": 1,
        "start_kind": "flop",
        "crit_family": "buffers and inverters",
        "setup.worst_path.end_class": "output pin",
        "slowest_stage": "clkdlybuf4s50_1",
        "slowest_delay_ns": 0.49,
    },
    "yosys": {
        "syn_area_um2": 1120,
        "yosysWarnings": 1,
        "ys_seq_share": 0.695,
        "ys_types": 21,
        "synth-seq-cells": 30,
        "syn_area_per_cell_um2": 14.8,
        "ys_cells": 76,
        "syn_inst": 76,
        "ys_area_um2": 1120,
    },
    "pwr": {
        "powerDensity_nw_per_um2": 572,
        "vdd.ir_drop.worst_uv": 179,
        "power_uw": 817,
        "leakage_uw": 0.000501,
    },
    "clocking": {
        "post_cts_buffers": 0,
        "clkSinkCount": 30,
        "cts_tree": "built",
        "post_cts_resized": 0,
        "clock_latency_ns": 0.28,
        "hold_buffers": 0,
        "cts.reportedPaths.clkPinSlew_ns": 0.07,
        "cts_buffers": 5,
        "cts_htree_levels": 2,
        "clockBufferDepth": 2,
        "clockRootBuffer": "clkbuf_8",
    },
    "cells_and_area": {
        "nFillCells": 1135,
        "lay_top_count": "edfxtp_1",
        "drive_gt1_frac": 0.148,
        "utilization": 0.138,
        "final_cell_mix": "edfxtp_1 (18), dfxtp_1 (12), a22o_1 (7)",
        "syn2layout_area_growth_pct": 27.1,
    },
    "global_routing": {
        "grt_max_degree": 18,
        "first_global_vias": 542,
        "grt_use_total": 0.0217,
        "antenna_found_initial": 0,
        "grt_pass1_wl_um": 2610,
        "gr-total-overflow": 0,
    },
    "min_path": {
        "hold_class": "flop to flop",
    },
    "status": {
        "outcome": "finished, final reports clean",
    },
    "run": {
        "warnings": 26,
        "drv_cap": 0,
    },
}
[registers in the layout, indices dropped and copies added (netlist names)]
register            flops
byte_data_sent          8
cnt                     8
SCKr                    3
SSELr                   3
bitcnt                  3
MOSIr                   2
LED                     1
byte_data_received      1
byte_received           1
[logic make-up after synthesis]
group / after synthesis / share of synthesized area
and+or+nand+nor: 17 / 0.0846
adders and majority gates: 4 / 0.0445
muxes: 2 / 0.0178
xor gates and xnor gates: 7 / 0.0546
buffers and inverters: 7 / 0.0301
AOI/OAI and AO/OA: 9 / 0.0735
DFF: 30 / 0.695
[per-stage QoR]
step | cells | hold slack, ns | area (um2)
after floorplan | 76 | 0.310 | 1120
after global placement | 216 | 0.312 | 1330
after detailed placement | 216 | 0.313 | 1330
after CTS | 224 | 0.327 | 1430
after global routing | 224 | 0.337 | 1430
final | 224 | 0.327 | 1430
[report_power, final]
group,total (uW),internal (uW),switching [uW]
combinational,40.5,20.7,19.9
sequential,456,445,10.8
clock,321,178,143
[final timing paths]
| kind | from | slack (ns) | end | cells after the start |
|---|---|---|---|---|
| hold reg to reg | SSELr[0] | 0.33 | SSELr[1] | 0 |
| setup reg to reg | SSELr[1] | 1.51 | byte_data_sent[5] | 3 |
| setup / recovery | LED | 1.39 | LED | 1 |
| hold / removal | SSELr[0] | 0.33 | SSELr[1] | 0 |
[final cells by class]
type	count	area (um2)	share of cell area
clock inverter	2	12.5	0.00876
multi-input combinational	39	309	0.216
inverter	6	22.5	0.0158
clock buffer	6	82.6	0.0578
tap	136	170	0.119
timing repair buffer	5	50.0	0.0351
sequential	30	781	0.547
[synthesized netlist by cell type, drive strengths merged]
library cell	n	area [um2]
xnor2	4	35.0
nor3	1	10.0
inv	6	22.5
and3	1	6.26
nor2	6	22.5
ha	4	50.1
nand2	2	7.51
xor2	3	26.3
buf	1	11.3
edfxtp	18	541
mux2i	2	20.0
and2	2	13.8
nor2b	1	8.76
a22o	7	61.3
nand2b	1	6.26
nand3	3	20.0
dfxtp	12	240
a21oi	2	21.3
[per-layer routing]
layer / up-vias / wire length (um) / track usage
met1: 254 / 847 / 0.0311
met2: 10 / 504 / 0.0261
li1: 289 / - / -
met4: 0 / 47 / 0.00582
met5: - / 0 / 0
met3: 6 / 122 / 0.0139
No activity file was given, so power comes from the tool's default toggle rates.
